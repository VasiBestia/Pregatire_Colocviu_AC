### design/flow/run.sh
#!/bin/bash
# OpenROAD 26Q1-2900-gdf79404cd8, Yosys 0.63+post, stock flow scripts
make -C /OpenROAD-flow-scripts/flow DESIGN_CONFIG=/design/flow/config.mk WORK_HOME=/design/flow/orfs finish
### design/flow/config.mk
export PLATFORM = sky130hd
export DESIGN_NAME = ual_4biti
export DESIGN_NICKNAME = ual_4biti
export VERILOG_FILES = /design/flow/design.v
export SDC_FILE = /design/flow/constraint.sdc
export NUM_CORES = 4
export LEC_CHECK = 1
export CORE_AREA = 10 10 72 72
export DIE_AREA = 0 0 82 82
### design/flow/constraint.sdc
current_design ual_4biti

set clk_period 6.5
set clk_io_pct 0.2

create_clock -name clk0 -period $clk_period

set non_clock_inputs [all_inputs -no_clocks]
set_input_delay [expr $clk_period * $clk_io_pct] -clock clk0 $non_clock_inputs
set_output_delay [expr $clk_period * $clk_io_pct] -clock clk0 [all_outputs]
### design/flow/design.v
`timescale 1ns/1ps
module ual_4biti (
    input  [3:0] A,
    input  [3:0] B,
    input  Sel,
    output reg [7:0] Y
);
always @(*) begin  
    case  (Sel)
        1'b1:Y=A*B;
        1'b0:Y=A+B;
        default:Y=8'b0;
    endcase
end
endmodule
==> results.sh <==
# flow metrics
export IMPL_status="finished, final reports clean"
export IMPL_power_per_cell_area_nw_per_um2=80.3
export IMPL_max_slew_margin=0.610
export IMPL_crit_arrival_ps=4560
export IMPL_hold_class="input port to output port"
export IMPL_switchingPower_uw=30.6
export IMPL_hold_buffers=0
export IMPL_startpoint="A[1]"
export IMPL_top_cell="ha_1"
export IMPL_cts_setup_buffers=0
export IMPL_fin_crit_ps=5860
export IMPL_grt_max_degree=19
export IMPL_common_cells="ha_1 (16), and2_1 (9), nand2_1 (7), inv_1 (6), fa_1 (5)"
export IMPL_place_hpwl_um=1310
export IMPL_antenna_found_initial=0
export IMPL_power_frac_clock=0
export IMPL_syn_avg_cell_area_um2=8.33
export IMPL_fp_util=0.176
export IMPL_critical_path_endpoint="Y[6]"
export IMPL_worstSetupStartpointType="input port"
export IMPL_finish_instance_area_um2=863
export IMPL_setup_viol_count_final=0
export IMPL_die_area_um2=6720
export IMPL_finalCritPeriodShare=0.901
export IMPL_vdd_drop_max_mv=0.0273
export IMPL_ff_latch_area_um2=0
export IMPL_yosysWarnings=1
export IMPL_die_height_um=82
export IMPL_routed_via_count=588
export IMPL_p_int_uw=38.7
export IMPL_grt_pass1_vias=583
export IMPL_track_usage=0.0440
export IMPL_io_buffers=17
export IMPL_first_iter_violations=13
export IMPL_yosysTopAreaCellShare=0.308
export IMPL_ant_nets=0
export IMPL_crit_required_ps=5200
export IMPL_rsz0062_at_grt="no"
export IMPL_ys_chip_area_um2=649
export IMPL_finalMaxSlewViolations=0
export IMPL_p_comb_frac=1.000
export IMPL_ioPinCount=17
export IMPL_areaGrowthSynthToFinish_pct=32.9
export IMPL_drt_pass1_iterations=2
export IMPL_drive_above_1_share=0.0215
export IMPL_power_uw=69.3
export IMPL_cts_resized_gates=0
export IMPL_gp_congestion=0.801
export IMPL_timing_fmax_ghz=0.171
export IMPL_place_area_um2=863
export IMPL_maxCapViolCount=0
export IMPL_critical_path_class="input port to output port"
export IMPL_yosys_cells=78
export IMPL_grt_overflow=0
export IMPL_worst_pin_slew_ps=583
export IMPL_drc_errors=0
export IMPL_die_w_um=82
export IMPL_wire_per_inst_um=10.3
export IMPL_final_hold_viol_count=0
export IMPL_p_leak_uw=0.000405
export IMPL_min_delay_start="B[1]"
export IMPL_wl_um=1450
export IMPL_core_um2=3690
export IMPL_crit_path_max_fanout=5
export IMPL_syn_instance_count=78
export IMPL_warning_count=32
export IMPL_nClkBuffers=0
export IMPL_fill_cells=413
export IMPL_ys_top_cells_by_area="ha_1 (31%), fa_1 (15%), and2_1 (8.7%)"
export IMPL_ys_seq_share=0
export IMPL_n_antenna_cell=0
export IMPL_rows=22
export IMPL_avgViaCountPerCell=4.17
export IMPL_nFlopsAndLatches=0
export IMPL_sw_frac_of_total=0.442
export IMPL_endpoint_kind="output port"
export IMPL_top_area_cell="ha_1"
export IMPL_seqPwrFrac=0
export IMPL_synth_cell_types=31
export IMPL_grt_pass1_wl_um=2500
export IMPL_syn_cell_area_um2=649
export IMPL_setup_tns_ps=0
power groups by stage:
stage / Combinational [uW] / Clock, uW / Sequential, uW
final: 69.3 / 0 / 0
after global routing: 80.2 / 0 / 0
after CTS: 71.0 / 0 / 0
worst min-delay path by stage:
stage                  end  depth (start not counted)
after CTS             Y[1]                          5
after global routing  Y[0]                          4
final                 Y[1]                          5
per-stage QoR:
step                      cells  hold WS, ps  setup WS [ps]   util
after global routing        141         3900            504  0.234
after floorplan              78         2800           1780      -
final                       141         3820            645  0.234
after global placement      141         3850            632  0.234
after detailed placement    141         3840            608  0.234
after CTS                   141         3850            617  0.234
metal layers:
metal | track usage | vias to the layer above | part of all wire
met4 | 0 | 0 | 0
met1 | 0.0564 | 271 | 0.44
met5 | 0 | - | 0
met3 | 0.00771 | 0 | 0.038
met2 | 0.0799 | 5 | 0.52
li1 | - | 312 | -
final cells by class:
type | count | area, um2 | area share
multi-input cells | 70 | 611 | 0.707
well taps | 48 | 60.1 | 0.0696
repair buffers | 17 | 170 | 0.197
inverters | 6 | 22.5 | 0.0261
cells by family (layout without fill, tap and decap cells):
kind of cell / after synthesis / in the layout / synth area share
and+or+nand+nor: 29 / 29 / 0.258
adders and majority gates: 21 / 21 / 0.462
AOI/OAI and AO/OA: 16 / 16 / 0.160
buffers and inverters: 8 / 23 / 0.0597
xor gates and xnor gates: 2 / 2 / 0.0270
muxes: 2 / 2 / 0.0328
cell usage in the layout (no fill, tap or decap), types with 2 or more instances in the layout:
cell,instances
clkdlybuf4s50_1,17
ha_1,16
and2_1,9
nand2_1,7
inv_1,6
fa_1,5
o21ai_0,4
a21oi_1,3
nor2_1,3
a21o_1,2
o21ai_1,2
critical path, stage by stage:
cell,delay (ps)
clkdlybuf4s50_1,570
nand2_1,100
fa_1,500
inv_1,50
fa_1,520
fa_1,470
a21o_1,170
a21oi_1,180
mux2i_1,200
clkdlybuf4s50_1,480
No activity file was given, so power comes from the tool's default toggle rates.

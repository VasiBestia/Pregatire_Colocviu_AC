--- ./design.v ---
`timescale 1ns/1ps
module multiplicator_4biti(
    output reg [7:0] prod,
    input wire [3:0] a,
    input wire [3:0] b
);
   integer i;
  always @(*) begin
  prod=8'b0;  
  for(i=0;i<4;i=i+1)
        begin    
            if (b[i]==1'b1)
            begin
                prod=prod+(a<<i);
            end 
        end
  end
endmodule
--- ./run.sh ---
#!/bin/bash
# OpenROAD 26Q1-2900-gdf79404cd8, Yosys 0.63+post, stock flow scripts
make -C /OpenROAD-flow-scripts/flow DESIGN_CONFIG=/design/flow/config.mk WORK_HOME=/design/flow/orfs finish
--- ./config.mk ---
export PLATFORM = sky130hd
export DESIGN_NAME = multiplicator_4biti
export DESIGN_NICKNAME = multiplicator_4biti
export VERILOG_FILES = /design/flow/design.v
export SDC_FILE = /design/flow/constraint.sdc
export NUM_CORES = 4
export LEC_CHECK = 1
export CORE_AREA = 10 10 70 70
export DIE_AREA = 0 0 80 80
--- ./constraint.sdc ---
current_design multiplicator_4biti

set clk_period 7.9
set clk_io_pct 0.2

create_clock -name clk0 -period $clk_period

set non_clock_inputs [all_inputs -no_clocks]
set_input_delay [expr $clk_period * $clk_io_pct] -clock clk0 $non_clock_inputs
set_output_delay [expr $clk_period * $clk_io_pct] -clock clk0 [all_outputs]
==> out/metrics.yaml <==
fmax_mhz: 135
timing.final.max_slew_violations: 0
routed_wl_um: 1390
end_kind: "output port"
hold_buffers: 0
die-area_um2: 6400
ys_cells: 73
area_growth_pct: 36.4
crit_arrival_ns: 5.83
hp-class: "in2out"
p_leak_nw: 0.358
ant_nets: 0
antenna_found_initial: 0
num_vias: 522
drt-wirelength-per-cell_um: 10.4
setup_violations: 0
area_leaders: "ha_1 24%, fa_1 10%, mux2i_1 6.9%, a21oi_1 6.1%, mux2_2 5.8%"
diodes: 0
comb_area_um2: 541
cts_resized: 0
grt_pass1_wl_um: 2450
largest_area_cell: "ha_1"
yosysTopAreaCellShare: 0.238
most-common-layout-cells: "16 x clkdlybuf4s50_1, 11 x ha_1, 7 x nand2_1, 7 x a21oi_1, 7 x inv_1"
layout_top_cell: "clkdlybuf4s50_1"
period_used_share: 0.939
power_density_nw_per_um2: 82.9
ios: 16
flops: 0
postSynthSeqShare: 0
rsz0062_at_grt: "no"
io_buffer_count: 16
drt_iter0_drc: 27
first_global_vias: 570
grt_max_degree: 12
status: "completed"
row_count: 21
yosysChipArea_um2: 578
hpwl_um: 1220
routed_via_density: 3.92
gp_congestion: 0.805
start_kind: "input pin"
hold_viol: 0
fill_cells: 374
grt_overflow: 0
fin_crit_ns: 7.41
synth_area_um2: 578
ys_warn_count: 1
synthCells: 73
die_x_um: 80
drive_above_1_share: 0.0690
slew_headroom: 0.740
final_area_um2: 788
fp-utilization: 0.169
ys_types: 25
path_class: "in2out"
max_cap_viol_count: 0
required_ns: 6.32
tightestPinTransition_ns: 0.389
cp_max_fo: 6
fp.coreArea_um2: 3420
seq_area_um2: 0
warning_count: 33
drcViolationCount: 0
postCtsSetupBuffers: 0
syn_area_per_cell_um2: 7.92
peakVddDrop_mv: 0.0369
nClkBuffers: 0
grt.total_usage: 0.0450
setup_tns_ns: 0
first_pass_iters: 4
placed_area_um2: 788
die_height_um: 80
cell usage after synthesis (all sizes together):
master,number
ha,11
a21oi,8
inv,8
nand2,7
mux2i,4
xor2,4
a21o,3
fa,3
mux2,3
nand2b,3
o21a,3
and2,2
clkbuf,2
nor2b,2
o21ai,2
xnor2,2
a211oi,1
a221oi,1
a22oi,1
nand3,1
nor2,1
o21bai,1
metrics by stage:
step | setup slack (ns) | instances | util | power [mW] | hold WS, ns
floorplan | 1.91 | 73 | - | 0.0385 | 3.23
global placement | 0.516 | 133 | 0.231 | 0.0657 | 4.24
detailed placement | 0.460 | 133 | 0.231 | 0.0660 | 4.24
CTS | 0.436 | 133 | 0.231 | 0.0668 | 4.23
global route | 0.199 | 133 | 0.231 | 0.0755 | 4.27
finish | 0.486 | 133 | 0.231 | 0.0654 | 4.23
cell families (layout without fill, tap and decap cells):
logic type               Yosys count  in the layout  synth area share
adder cells (fa/ha/maj)           14             14             0.342
XOR/XNOR                           6              6             0.104
multiplexers                       7              7             0.128
buffers and inverters             10             24            0.0649
AND-OR/OR-AND                     20             20             0.225
AND/OR/NAND/NOR                   16             16             0.136
layer usage:
metal | track usage | share of wire | up-vias
met5 | 0 | 0 | -
met4 | 0.00352 | 0 | 0
met3 | 0.0102 | 0.068 | 0
met2 | 0.0738 | 0.43 | 9
met1 | 0.0608 | 0.50 | 234
li1 | - | - | 279
power by group:
group          total (mW)  internal, mW  switching [mW]  leakage [nW]
Sequential              0             0               0             0
Combinational      0.0654        0.0368          0.0286         0.358
Clock                   0             0               0             0
area by class of cell:
class                           count  share of cell area
Multi-Input combinational cell     63               0.686
Timing Repair Buffer               16               0.203
Inverter                            8              0.0381
Tap cell                           46              0.0730
worst max-delay path, stage by stage:
cell and delay, ns:
clkdlybuf4s50_1 0.63, and2_1 0.19, ha_1 0.17, inv_1 0.05, fa_1 0.40, xnor2_1 0.14
nand2_1 0.11, xor2_2 0.20, inv_2 0.08, fa_1 0.50, nand2_1 0.07, o21a_1 0.13
ha_1 0.21, fa_1 0.52, inv_1 0.04, a221oi_1 0.29, clkdlybuf4s50_1 0.52
worst paths after layout:
check / startpoint / to / slack [ns] / depth (start not counted)
setup / recovery: a[1] / prod[4] / 0.49 / 17
hold / removal: b[0] / prod[0] / 4.23 / 3
Power figures rest on the tool's default switching activity, not on a simulated workload.
